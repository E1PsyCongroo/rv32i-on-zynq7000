==> /design/flow/design.v <==
`timescale 1ns/1ns
module REGISTER(q, d, clk);
  parameter N = 1;
  output reg [N-1:0] q;
  input [N-1:0]      d;
  input 	     clk;
  initial q = {N{1'b0}};
  always @(posedge clk)
    q <= d;
endmodule  
module REGISTER_CE(q, d, ce, clk);
  parameter N = 1;
  output reg [N-1:0] q;
  input [N-1:0]      d;
  input 	      ce, clk;
  initial q = {N{1'b0}};
  always @(posedge clk)
    if (ce) q <= d;
endmodule  
module REGISTER_R(q, d, rst, clk);
  parameter N = 1;
  parameter INIT = {N{1'b0}};
  output reg [N-1:0] q;
  input [N-1:0]      d;
  input 	      rst, clk;
  initial q = INIT;
  always @(posedge clk)
    if (rst) q <= INIT;
    else q <= d;
endmodule  
module REGISTER_R_CE(q, d, rst, ce, clk);
  parameter N = 1;
  parameter INIT = {N{1'b0}};
  output reg [N-1:0] q;
  input [N-1:0]      d;
  input 	      rst, ce, clk;
  initial q = INIT;
  always @(posedge clk)
    if (rst) q <= INIT;
    else if (ce) q <= d;
endmodule  
module ASYNC_ROM(q, addr);
  parameter DWIDTH = 8;              
  parameter AWIDTH = 8;              
  parameter DEPTH  = (1 << AWIDTH);  
  parameter MIF_HEX = "";
  parameter MIF_BIN = "";
  input  [AWIDTH-1:0] addr;  
  output [DWIDTH-1:0] q;     
  (* rom_style = "distributed" *) reg [DWIDTH-1:0] mem [0:DEPTH-1];
  integer i;
  initial begin
    if (MIF_HEX != "") begin
      $readmemh(MIF_HEX, mem);
    end
    else if (MIF_BIN != "") begin
      $readmemb(MIF_BIN, mem);
    end
    else begin
      for (i = 0; i < DEPTH; i = i + 1) begin
        mem[i] = 0;
      end
    end
  end
  assign q = mem[addr];
endmodule  
module ASYNC_RAM(q, d, addr, we, clk);
  parameter DWIDTH = 8;              
  parameter AWIDTH = 8;              
  parameter DEPTH  = (1 << AWIDTH);  
  parameter MIF_HEX = "";
  parameter MIF_BIN = "";
  input               clk;
  input  [AWIDTH-1:0] addr;  
  input 	            we;    
  input  [DWIDTH-1:0] d;     
  output [DWIDTH-1:0] q;     
  (* ram_style = "distributed" *) reg [DWIDTH-1:0] mem [0:DEPTH-1];
  integer i;
  initial begin
    if (MIF_HEX != "") begin
      $readmemh(MIF_HEX, mem);
    end
    else if (MIF_BIN != "") begin
      $readmemb(MIF_BIN, mem);
    end
    else begin
      for (i = 0; i < DEPTH; i = i + 1) begin
        mem[i] = 0;
      end
    end
  end
  always @(posedge clk) begin
    if (we)
      mem[addr] <= d;
  end
  assign q = mem[addr];
endmodule  
module SYNC_ROM(q, addr, en, clk);
  parameter DWIDTH = 8;              
  parameter AWIDTH = 8;              
  parameter DEPTH  = (1 << AWIDTH);  
  parameter MIF_HEX = "";
  parameter MIF_BIN = "";
  input 	            clk;
  input               en;    
  input  [AWIDTH-1:0] addr;  
  output [DWIDTH-1:0] q;     
  (* rom_style = "block" *) reg [DWIDTH-1:0] mem [0:DEPTH-1];
  integer i;
  initial begin
    if (MIF_HEX != "") begin
      $readmemh(MIF_HEX, mem);
    end
    else if (MIF_BIN != "") begin
      $readmemb(MIF_BIN, mem);
    end
    else begin
      for (i = 0; i < DEPTH; i = i + 1) begin
        mem[i] = 0;
      end
    end
  end
  reg [DWIDTH-1:0] read_data_reg;
  always @(posedge clk) begin
    if (en) begin
      read_data_reg <= mem[addr];
    end
  end
  assign q = read_data_reg;
endmodule  
module SYNC_RAM(q, d, addr, we, en, clk);
  parameter DWIDTH = 8;            
  parameter AWIDTH = 8;            
  parameter DEPTH  = 1 << AWIDTH;  
  parameter MIF_HEX = "";
  parameter MIF_BIN = "";
  input               clk;
  input  [AWIDTH-1:0] addr;  
  input 	            we;    
  input               en;    
  input  [DWIDTH-1:0] d;     
  output [DWIDTH-1:0] q;     
  (* ram_style = "block" *) reg [DWIDTH-1:0] mem [0:DEPTH-1];
  integer i;
  initial begin
    if (MIF_HEX != "") begin
      $readmemh(MIF_HEX, mem);
    end
    else if (MIF_BIN != "") begin
      $readmemb(MIF_BIN, mem);
    end
    else begin
      for (i = 0; i < DEPTH; i = i + 1) begin
        mem[i] = 0;
      end
    end
  end
  reg [DWIDTH-1:0] read_data_reg;
  always @(posedge clk) begin
    if (en) begin
      if (we)
        mem[addr] <= d;
      read_data_reg <= mem[addr];
    end
  end
  assign q = read_data_reg;
endmodule  
module SYNC_ROM_DP(q0, addr0, en0, q1, addr1, en1, clk);
  parameter DWIDTH = 8;              
  parameter AWIDTH = 8;              
  parameter DEPTH  = (1 << AWIDTH);  
  parameter MIF_HEX = "";
  parameter MIF_BIN = "";
  input 	            clk;
  input               en0, en1;      
  input  [AWIDTH-1:0] addr0, addr1;  
  output [DWIDTH-1:0] q0, q1;        
  (* rom_style = "block" *) reg [DWIDTH-1:0] mem [0:DEPTH-1];
  integer i;
  initial begin
    if (MIF_HEX != "") begin
      $readmemh(MIF_HEX, mem);
    end
    else if (MIF_BIN != "") begin
      $readmemb(MIF_BIN, mem);
    end
    else begin
      for (i = 0; i < DEPTH; i = i + 1) begin
        mem[i] = 0;
      end
    end
  end
  reg [DWIDTH-1:0] read_data0_reg;
  reg [DWIDTH-1:0] read_data1_reg;
  always @(posedge clk) begin
    if (en0) begin
      read_data0_reg <= mem[addr0];
    end
  end
  always @(posedge clk) begin
    if (en1) begin
      read_data1_reg <= mem[addr1];
    end
  end
  assign q0 = read_data0_reg;
  assign q1 = read_data1_reg;
endmodule  
module ASYNC_RAM_DP(q0, d0, addr0, we0, q1, d1, addr1, we1, clk);
  parameter DWIDTH = 8;              
  parameter AWIDTH = 8;              
  parameter DEPTH  = (1 << AWIDTH);  
  parameter MIF_HEX = "";
  parameter MIF_BIN = "";
  input               clk;
  input  [AWIDTH-1:0] addr0, addr1;  
  input 	            we0, we1;      
  input  [DWIDTH-1:0] d0, d1;        
  output [DWIDTH-1:0] q0, q1;        
  (* ram_style = "distributed" *) reg [DWIDTH-1:0] mem [0:DEPTH-1];
  integer i;
  initial begin
    if (MIF_HEX != "") begin
      $readmemh(MIF_HEX, mem);
    end
    else if (MIF_BIN != "") begin
      $readmemb(MIF_BIN, mem);
    end
    else begin
      for (i = 0; i < DEPTH; i = i + 1) begin
        mem[i] = 0;
      end
    end
  end
  always @(posedge clk) begin
    if (we0)
      mem[addr0] <= d0;
  end
  always @(posedge clk) begin
    if (we1)
      mem[addr1] <= d1;
  end
  assign q0 = mem[addr0];
  assign q1 = mem[addr1];
endmodule  
module SYNC_RAM_DP(q0, d0, addr0, we0, en0, q1, d1, addr1, we1, en1, clk);
  parameter DWIDTH = 8;              
  parameter AWIDTH = 8;              
  parameter DEPTH  = (1 << AWIDTH);  
  parameter MIF_HEX = "";
  parameter MIF_BIN = "";
  input               clk;
  input  [AWIDTH-1:0] addr0, addr1;  
  input 	            we0, we1;      
  input               en0, en1;      
  input  [DWIDTH-1:0] d0, d1;        
  output [DWIDTH-1:0] q0, q1;        
  (* ram_style = "block" *) reg [DWIDTH-1:0] mem [0:DEPTH-1];
  integer i;
  initial begin
    if (MIF_HEX != "") begin
      $readmemh(MIF_HEX, mem);
    end
    else if (MIF_BIN != "") begin
      $readmemb(MIF_BIN, mem);
    end
    else begin
      for (i = 0; i < DEPTH; i = i + 1) begin
        mem[i] = 0;
      end
    end
  end
  reg [DWIDTH-1:0] read_data0_reg, read_data1_reg;
  always @(posedge clk) begin
    if (en0) begin
      if (we0)
        mem[addr0] <= d0;
      read_data0_reg <= mem[addr0];
    end
  end
  always @(posedge clk) begin
    if (en1) begin
      if (we1)
        mem[addr1] <= d1;
      read_data1_reg <= mem[addr1];
    end
  end
  assign q0 = read_data0_reg;
  assign q1 = read_data1_reg;
endmodule  
module SYNC_RAM_WBE(q, d, addr, en, wbe, clk);
  parameter DWIDTH = 8;              
  parameter AWIDTH = 8;              
  parameter DEPTH  = (1 << AWIDTH);  
  parameter MIF_HEX = "";
  parameter MIF_BIN = "";
  input [DWIDTH-1:0]   d;     
  input [AWIDTH-1:0]   addr;  
  input [DWIDTH/8-1:0] wbe;   
  input en;
  input clk;
  output [DWIDTH-1:0] q;
  (* ram_style = "block" *) reg [DWIDTH-1:0] mem [0:DEPTH-1];
  integer i;
  initial begin
    if (MIF_HEX != "") begin
      $readmemh(MIF_HEX, mem);
    end
    else if (MIF_BIN != "") begin
      $readmemb(MIF_BIN, mem);
    end
    else begin
      for (i = 0; i < DEPTH; i = i + 1) begin
        mem[i] = 0;
      end
    end
  end
  reg [DWIDTH-1:0] read_data_reg;
  always @(posedge clk) begin
    if (en) begin
      for (i = 0; i < DWIDTH/8; i = i+1) begin
        if (wbe[i])
          mem[addr][i*8 +: 8] <= d[i*8 +: 8];
        end
      read_data_reg <= mem[addr];
    end
  end
  assign q = read_data_reg;
endmodule  
module SYNC_RAM_DP_WBE(q0, d0, addr0, en0, wbe0, q1, d1, addr1, en1, wbe1, clk);
  parameter DWIDTH = 8;              
  parameter AWIDTH = 8;              
  parameter DEPTH  = (1 << AWIDTH);  
  parameter MIF_HEX = "";
  parameter MIF_BIN = "";
  input clk;
  input [DWIDTH-1:0]   d0;     
  input [AWIDTH-1:0]   addr0;  
  input [DWIDTH/8-1:0] wbe0;   
  input                en0;
  output [DWIDTH-1:0]  q0;
  input [DWIDTH-1:0]   d1;     
  input [AWIDTH-1:0]   addr1;  
  input [DWIDTH/8-1:0] wbe1;   
  input                en1;
  output [DWIDTH-1:0]  q1;
  (* ram_style = "block" *) reg [DWIDTH-1:0] mem [0:DEPTH-1];
  integer i;
  initial begin
    if (MIF_HEX != "") begin
      $readmemh(MIF_HEX, mem);
    end
    else if (MIF_BIN != "") begin
      $readmemb(MIF_BIN, mem);
    end
    else begin
      for (i = 0; i < DEPTH; i = i + 1) begin
        mem[i] = 0;
      end
    end
  end
  reg [DWIDTH-1:0] read_data0_reg;
  reg [DWIDTH-1:0] read_data1_reg;
  always @(posedge clk) begin
    if (en0) begin
      for (i = 0; i < 4; i = i+1) begin
        if (wbe0[i])
          mem[addr0][i*8 +: 8] <= d0[i*8 +: 8];
      end
      read_data0_reg <= mem[addr0];
    end
  end
  always @(posedge clk) begin
    if (en1) begin
      for (i = 0; i < 4; i = i+1) begin
        if (wbe1[i])
          mem[addr1][i*8 +: 8] <= d1[i*8 +: 8];
        end
      read_data1_reg <= mem[addr1];
    end
  end
  assign q0 = read_data0_reg;
  assign q1 = read_data1_reg;
endmodule  
module ASYNC_RAM_1W2R(d0, addr0, we0, q1, addr1, q2, addr2, clk);
  parameter DWIDTH = 8;   
  parameter AWIDTH = 8;   
  parameter DEPTH = (1 << AWIDTH);  
  parameter MIF_HEX = "";
  parameter MIF_BIN = "";
  input clk;
  input [DWIDTH-1:0] d0;     
  input [AWIDTH-1:0] addr0;  
  input              we0;    
  input [AWIDTH-1:0] addr1;  
  output [DWIDTH-1:0] q1;
  input [AWIDTH-1:0] addr2;  
  output [DWIDTH-1:0] q2;
  (* ram_style = "distributed" *) reg [DWIDTH-1:0] mem [0:DEPTH-1];
  integer i;
  initial begin
    if (MIF_HEX != "") begin
      $readmemh(MIF_HEX, mem);
    end
    else if (MIF_BIN != "") begin
      $readmemb(MIF_BIN, mem);
    end
    else begin
      for (i = 0; i < DEPTH; i = i + 1) begin
        mem[i] = 0;
      end
    end
  end
  always @(posedge clk) begin
    if (we0)
      mem[addr0] <= d0;
  end
  assign q1 = mem[addr1];
  assign q2 = mem[addr2];
endmodule  
==> /design/flow/run.sh <==
#!/bin/bash
# OpenROAD 26Q1-2900-gdf79404cd8, Yosys 0.63+post, stock flow scripts
make -C /OpenROAD-flow-scripts/flow DESIGN_CONFIG=/design/flow/config.mk WORK_HOME=/design/flow/orfs finish
==> /design/flow/config.mk <==
export PLATFORM = sky130hd
export DESIGN_NAME = SYNC_RAM_DP_WBE
export DESIGN_NICKNAME = SYNC_RAM_DP_WBE
export VERILOG_FILES = /design/flow/design.v
export SDC_FILE = /design/flow/constraint.sdc
export NUM_CORES = 4
export LEC_CHECK = 1
export CORE_UTILIZATION = 30
==> /design/flow/constraint.sdc <==
current_design SYNC_RAM_DP_WBE

set clk_period 14.8
set clk_io_pct 0.2

create_clock -name clk0 -period $clk_period [get_ports {clk}]

set non_clock_inputs [all_inputs -no_clocks]
set_input_delay [expr $clk_period * $clk_io_pct] -clock clk0 $non_clock_inputs
set_output_delay [expr $clk_period * $clk_io_pct] -clock clk0 [all_outputs]
==> flow_summary.yaml <==
# synthesis and place-and-route metrics
outcome:
  status: "finished with violations"
  violations: "max-capacitance violations, max-slew violations"
sta:
  skew_ns: 0.0582
  fmax_mhz: 127
  finalCriticalPeriod_ns: 7.87
  fin_tns_setup_ns: 0
  rsz0062_at_grt: "false"
  finalCritPeriodShare: 0.532
  slew_viol_final: 4
  tightest_slew_ns: 1.52
  setup_slack_ns: 6.93
  hold_slack_ns: 1.17
  hold_viol: 0
  setup_viol: 0
  relSlewSlack: -0.0236
die:
  std_cell_rows: 233
  core_area_um2: 403000
  die_width_um: 638
  ioPinCount: 53
  die_h_um: 638
  initial_core_util: 0.301
  dieArea_um2: 407000
worst_setup_path:
  cp_slowest_cell: "o41ai_1"
  crit_required_ns: 15.46
  worst-r2r-setup-slack_ns: 11.32
  critPathBufInv: 6
  crit_chain: "buf_8 > buf_4 > buf_4 > buf_4 > buf_4 > mux4_2 > a22oi_1 > a21oi_1 > o41ai_1 > buf_4 > nand4_1"
  worstSetupPathType: "input pin to register"
  crit_family: "buffers and inverters"
  startpoint_type: "input pin"
  worstPathMaxFanout: 46
  critPathCaptureType: "register"
  critPathMaxStageDelay_ns: 0.85
  arrival_ns: 8.53
  r2r_start: "mem[174][0]"
  crit_top_cell: "buf_4"
  reg2reg_to: "read_data0_reg[0]"
  r2r_cells: 5
synthesis:
  ys_seq_frac: 0.511
  synth_stat.cells: 7571
  synth.area.top_cells: "edfxtp_1 (51%), mux4_2 (19%), mux2_2 (19%)"
  yosys_area_um2: 121000
  syn_area_um2: 121000
  largest_area_cell: "edfxtp_1"
  numSynthFlops: 2064
  edf_count: 2064
  ff_type: "edfxtp_1"
  syn_area_per_cell_um2: 16.0
  yosysWarnings: 13
  yosys.cell_types.count: 32
  yosysTopAreaCellShare: 0.511
  async_reset_ff_frac: 0
  netlist_instances: 7571
clock_network:
  cts_hold_buf: 0
  clkTransAtPathRegs_ns: 0.06
  cts_resized: 0
  clock-root-buffer: "clkbuf_16"
  cts_tree: "yes"
  cts_setup_buffers: 0
  clock_sinks: 2064
  clk_latency_ns: 0.92
  ctsHtreeMaxLevel: 4
  cts_buffer_depth: 4
  cts_inserted_buffers: 235
pwr:
  p_leak_nw: 41.3
  p_total_mw: 13.8
  powerDensity_nw_per_um2: 101
  ir_drop_mv: 0.0944
detailed_routing:
  wl_um: 455000
  firstDrtPassIters: 6
  vias: 78163
  wire_per_inst_um: 34.9
  ant_nets: 0
  drc: 0
  via_per_inst: 5.99
  initialDrtViolationCount: 6072
worst_hold_path:
  worstHoldPathCells: 5
  hold_path_end: "read_data1_reg[3]"
  min_path_type: "register to register"
  worstHoldStart: "mem[2][3]"
global_route:
  grt_pass1_vias: 83833
  grt-ovfl-total: 0
  grt_pass1_wl_um: 639000
  grt_usage: 0.234
  grt_max_degree: 100
  antenna_found_initial: 34
cells_and_area:
  largest_reg_flops: 2048
  mostFrequentLayoutCell: "edfxtp_1"
  mostFrequentLayoutCells: "edfxtp_1 (2064), mux2_2 (1998), mux4_2 (1024)"
  regArea_um2: 62000
  area_growth_syn_to_layout_pct: 12.6
  drive_gt1_frac: 0.535
  fill_cells: 37654
  combGateArea_um2: 55700
placed_design:
  port_buffers: 52
  hpwl_um: 291000
  globalplace.congestion: 0.994
  place_ws_ns: 6.10
flow_run:
  warnings: 26
  cap_viol_max_count: 2
[cell usage after synthesis, types with 17 or more instances]
| cell type | count |
|---|---|
| mux4_2 | 1024 |
| nor2_2 | 122 |
| o21ai_0 | 91 |
| edfxtp_1 | 2064 |
| a21oi_1 | 256 |
| o22ai_1 | 165 |
| mux2_1 | 50 |
| mux2_2 | 1998 |
| nor2_1 | 46 |
| clkbuf_1 | 723 |
| nor2_4 | 17 |
| nand2_1 | 133 |
| buf_1 | 66 |
| a22oi_1 | 512 |
| buf_2 | 128 |
| nand4_1 | 17 |
| o41ai_1 | 64 |
| buf_4 | 17 |
[metrics by stage]
step | util | area [um^2] | cells
2_1_floorplan | - | 121000 | 7571
3_3_place_gp | 0.320 | 129000 | 12575
3_5_place_dp | 0.320 | 129000 | 12575
4_1_cts | 0.339 | 136000 | 13009
5_1_grt | 0.339 | 137000 | 13018
6_report | 0.339 | 137000 | 13042
[cells by family after synthesis]
logic type             Yosys count  share of synthesized area
AND-OR/OR-AND                 1088                     0.0591
buffers and inverters          946                     0.0318
flip-flops                    2064                      0.511
multiplexers                  3072                      0.380
AND/OR/NAND/NOR                401                     0.0178
[power by group]
part	switching [mW]	internal (mW)	total [mW]
logic	0.900	0.585	1.49
registers	0.0254	6.45	6.48
clock network	2.50	3.33	5.84
total	3.43	10.4	13.8
[worst max-delay path by stage]
stage,startpoint,to,depth (start not counted)
after CTS,addr0[0],read_data0_reg[6],11
after global routing,addr1[0],read_data1_reg[1],11
final,addr1[0],read_data1_reg[1],11
[final cells by class]
type	count	area share
clock inverter	150	0.0106
timing repair buffer	546	0.0328
antenna	31	0.000568
multi-input combinational	4561	0.408
inverter	1	0.0000275
sequential	2064	0.454
clock buffer	284	0.0446
tap	5405	0.0495
[per-layer routing]
metal / vias up / share of wire / routed length [um] / global-route usage
li1: 31223 / - / - / -
met1: 40263 / 0.32 / 147000 / 0.254
met2: 5525 / 0.44 / 202000 / 0.335
met3: 1106 / 0.17 / 76900 / 0.175
met4: 46 / 0.063 / 28800 / 0.121
met5: - / 0.0014 / 631 / 0.0124
[worst min-delay path, stage by stage, from the launching register on]
cell	delay (ns)
edfxtp_1	0.34
mux4_2	0.24
a22oi_1	0.06
a21oi_1	0.16
o41ai_1	0.15
nand4_1	0.12
Power figures rest on the tool's default switching activity, not on a simulated workload.
